--- ./run.sh ---
#!/bin/bash
# OpenROAD 26Q1-2900-gdf79404cd8, Yosys 0.63+post, stock flow scripts
make -C /OpenROAD-flow-scripts/flow DESIGN_CONFIG=/design/flow/config.mk WORK_HOME=/design/flow/orfs finish
--- ./config.mk ---
export PLATFORM = sky130hd
export DESIGN_NAME = lsb_msb_combination
export DESIGN_NICKNAME = lsb_msb_combination
export VERILOG_FILES = /design/flow/design.v
export SDC_FILE = /design/flow/constraint.sdc
export NUM_CORES = 4
export LEC_CHECK = 1
export CORE_AREA = 10 10 70 70
export DIE_AREA = 0 0 80 80
--- ./constraint.sdc ---
current_design lsb_msb_combination

set clk_period 1.0
set clk_io_pct 0.2

create_clock -name clk0 -period $clk_period

set non_clock_inputs [all_inputs -no_clocks]
set_input_delay [expr $clk_period * $clk_io_pct] -clock clk0 $non_clock_inputs
set_output_delay [expr $clk_period * $clk_io_pct] -clock clk0 [all_outputs]
--- ./design.v ---
`timescale 1ns / 1ps
module lsb_msb_combination(
    input [31:0] a,
    input [31:0] b,
    output [31:0] z
    );
    xor g0 (z[0], a[31], b[0]);
    xor g1 (z[1], a[30], b[1]);
    xor g2 (z[2], a[29], b[2]);
    xor g3 (z[3], a[28], b[3]);
    xor g4 (z[4], a[27], b[4]);
    xor g5 (z[5], a[26], b[5]);
    xor g6 (z[6], a[25], b[6]);
    xor g7 (z[7], a[24], b[7]);
    xor g8 (z[8], a[23], b[8]);
    xor g9 (z[9], a[22], b[9]);
    xor g10 (z[10], a[21], b[10]);
    xor g11 (z[11], a[20], b[11]);
    xor g12 (z[12], a[19], b[12]);
    xor g13 (z[13], a[18], b[13]);
    xor g14 (z[14], a[17], b[14]);
    xor g15 (z[15], a[16], b[15]);
    xor g16 (z[16], a[15], b[16]);
    xor g17 (z[17], a[14], b[17]);
    xor g18 (z[18], a[13], b[18]);
    xor g19 (z[19], a[12], b[19]);
    xor g20 (z[20], a[11], b[20]);
    xor g21 (z[21], a[10], b[21]);
    xor g22 (z[22], a[9], b[22]);
    xor g23 (z[23], a[8], b[23]);
    xor g24 (z[24], a[7], b[24]);
    xor g25 (z[25], a[6], b[25]);
    xor g26 (z[26], a[5], b[26]);
    xor g27 (z[27], a[4], b[27]);
    xor g28 (z[28], a[3], b[28]);
    xor g29 (z[29], a[2], b[29]);
    xor g30 (z[30], a[1], b[30]);
    xor g31 (z[31], a[0], b[31]);
endmodule
==> run summary <==
Via/cell ratio - 3.39
Core area - 3420 um^2
Final Slew Violations - 0
Relative slew slack - 90.5%
Fmax - 1.04 GHz
CP Max Fanout - 1
Post-Layout Cell Count - 174
Final Hold Fails - 0
PnR worst setup slack - 0.0384 ns
Hold Buf Count CTS - 0
Minimum clock period - 0.962 ns
Post-route cell area - 1060 um^2
Antenna-violating nets left - 0
Fraction of layout cells with a size suffix above 1 - 24.2%
Synthesis-to-finish area growth - 280%
Placed inst area - 1300 um^2
Crit path max-delay family - buffers and inverters
Register area - 0 um^2
First-pass GRT wire length - 3440 um
Gr ovfl total - 0
DRT iter0 DRCs - 4
Ys cells - 32
Largest net degree at the start of global routing - 2
Cells along the critical path - clkdlybuf4s15_1 > xor2_1 > dlygate4sd2_1
Drt drc - 0
Global-route total usage across every layer - 6.44%
FP Core Util - 8.21%
Initial DRT Pass Iterations - 2
Avg Cell Area, Syn - 8.76 um^2
WP buf/inv - 2
WP data arrival - 0.76 ns
Status - completed
Sequential element share of the synthesized area - 0%
Hold Path Class - in2out
OpenROAD warning count - 32
CP Class - in2out
Post-Route Setup TNS - 0 ns
Die y size - 80 um
HPWL Detailed - 2260 um
Die extent in x - 80 um
Diodes inserted - 0
PD cells - 348 nW/um^2
Total setup buffers inserted after CTS - 0
Post-Syn Area - 280 um^2
Dpl cells - 174
Number of I/O port buffers - 96
Worst Max-Slew Pin Slew - 0.142 ns
Yosys stat area - 280 um^2
Clock buffers - 0
Row count - 21
Pre-CTS setup slack - -0.580 ns
Worst VDD drop - 0.104 mV
Final WL - 2330 um
I/O pin cnt - 96
Setup crit start kind - input port
Max-cap viol count - 0
Flops - 0
Chip area - 6400 um^2
Syn. warnings - 0
Slowest cell on the critical path - dlygate4sd2_1
Distinct lib cells used - 1
Crit end category - output pin
Final setup viols - 0
Pleak - 0.599 nW
Vias in the first global route - 672
Avg WL per Cell - 13.4 um
RSZ-0062 raised after global routing - false
Tcrit/Tclk final - 96.2%
CP required - 0.80 ns
Max incr delay on CP - 0.23 ns
Initial antenna violation count - 0
Placer congestion estimate - 0.753
Via count - 589
Post-cts resize count - 160
Post-Syn Instances - 32
Filler Cell Count - 411
==> cells in the mapped netlist, drive strengths merged <==
cell type  number  area (um^2)
xor2           32          280
==> power breakdown <==
part	total, W	internal (W)	switching, W
registers	0	0	0
logic	0.000371	0.000261	0.000110
clock network	0	0	0
total	0.000371	0.000261	0.000110
==> cells in the final DEF (no fill, tap or decap), drive strengths merged <==
cell | Yosys | routed
clkdlybuf4s15 | 0 | 2
xor2 | 32 | 32
dlygate4sd2 | 0 | 63
buf | 0 | 31
==> worst paths after layout <==
check                  from  endpoint  slack (ns)  depth (start not counted)
worst max-delay path  a[22]      z[9]        0.04                          3
worst min-delay path  b[26]     z[26]        0.77                          3
==> tightest hold or removal path, cell delays in order <==
cell and delay (ns):
dlygate4sd2_1 0.20, xor2_1 0.06, buf_2 0.11
==> stage by stage <==
stage / power, W / utilization (%) / hold WS [ns]
after detailed placement: 0.000604 / 38.0 / 1.33
after global placement: 0.000600 / 38.0 / 1.33
after global routing: 0.000415 / 31.2 / 0.781
after CTS: 0.000386 / 31.2 / 0.772
final: 0.000371 / 31.2 / 0.765
after floorplan: 0.0000532 / - / 0.425
==> final cells by class <==
cell class / instances / area [um^2] / share of cell area (%)
Multi-Input combinational cell: 32 / 280 / 26.3
Tap cell: 46 / 57.6 / 5.41
Timing Repair Buffer: 96 / 727 / 68.3
==> metal layers <==
layer	wire, um	vias to the layer above	track usage, %
met5	0	-	0
li1	-	288	-
met4	0	0	0
met3	330	0	3.41
met1	747	258	6.66
met2	1250	43	11.9
==> kinds of logic (layout without fill, tap and decap cells) <==
group | after synthesis | count (layout) | synth area share (%)
xor gates and xnor gates | 32 | 32 | 100
buffers and inverters | 0 | 96 | 0
Power and IR drop assume default switching activity.
