[design/flow/design.v]
`timescale 1ns / 1ps
module left_right_shift(
    input [31:0] A,
    input shift_L_R,
    output [31:0] shift_out
    );
    wire shift_L_R_n;  
    not (shift_L_R_n, shift_L_R);  
    wire [31:0] and_out_1, and_out_2;
    and (and_out_1[0], A[0], shift_L_R_n);
    and (and_out_1[1], A[1], shift_L_R_n);
    and (and_out_1[2], A[2], shift_L_R_n);
    and (and_out_1[3], A[3], shift_L_R_n);
    and (and_out_1[4], A[4], shift_L_R_n);
    and (and_out_1[5], A[5], shift_L_R_n);
    and (and_out_1[6], A[6], shift_L_R_n);
    and (and_out_1[7], A[7], shift_L_R_n);
    and (and_out_1[8], A[8], shift_L_R_n);
    and (and_out_1[9], A[9], shift_L_R_n);
    and (and_out_1[10], A[10], shift_L_R_n);
    and (and_out_1[11], A[11], shift_L_R_n);
    and (and_out_1[12], A[12], shift_L_R_n);
    and (and_out_1[13], A[13], shift_L_R_n);
    and (and_out_1[14], A[14], shift_L_R_n);
    and (and_out_1[15], A[15], shift_L_R_n);
    and (and_out_1[16], A[16], shift_L_R_n);
    and (and_out_1[17], A[17], shift_L_R_n);
    and (and_out_1[18], A[18], shift_L_R_n);
    and (and_out_1[19], A[19], shift_L_R_n);
    and (and_out_1[20], A[20], shift_L_R_n);
    and (and_out_1[21], A[21], shift_L_R_n);
    and (and_out_1[22], A[22], shift_L_R_n);
    and (and_out_1[23], A[23], shift_L_R_n);
    and (and_out_1[24], A[24], shift_L_R_n);
    and (and_out_1[25], A[25], shift_L_R_n);
    and (and_out_1[26], A[26], shift_L_R_n);
    and (and_out_1[27], A[27], shift_L_R_n);
    and (and_out_1[28], A[28], shift_L_R_n);
    and (and_out_1[29], A[29], shift_L_R_n);
    and (and_out_1[30], A[30], shift_L_R_n);
    and (and_out_1[31], A[31], shift_L_R_n);
    and (and_out_2[0], A[1], shift_L_R);
    and (and_out_2[1], A[2], shift_L_R);
    and (and_out_2[2], A[3], shift_L_R);
    and (and_out_2[3], A[4], shift_L_R);
    and (and_out_2[4], A[5], shift_L_R);
    and (and_out_2[5], A[6], shift_L_R);
    and (and_out_2[6], A[7], shift_L_R);
    and (and_out_2[7], A[8], shift_L_R);
    and (and_out_2[8], A[9], shift_L_R);
    and (and_out_2[9], A[10], shift_L_R);
    and (and_out_2[10], A[11], shift_L_R);
    and (and_out_2[11], A[12], shift_L_R);
    and (and_out_2[12], A[13], shift_L_R);
    and (and_out_2[13], A[14], shift_L_R);
    and (and_out_2[14], A[15], shift_L_R);
    and (and_out_2[15], A[16], shift_L_R);
    and (and_out_2[16], A[17], shift_L_R);
    and (and_out_2[17], A[18], shift_L_R);
    and (and_out_2[18], A[19], shift_L_R);
    and (and_out_2[19], A[20], shift_L_R);
    and (and_out_2[20], A[21], shift_L_R);
    and (and_out_2[21], A[22], shift_L_R);
    and (and_out_2[22], A[23], shift_L_R);
    and (and_out_2[23], A[24], shift_L_R);
    and (and_out_2[24], A[25], shift_L_R);
    and (and_out_2[25], A[26], shift_L_R);
    and (and_out_2[26], A[27], shift_L_R);
    and (and_out_2[27], A[28], shift_L_R);
    and (and_out_2[28], A[29], shift_L_R);
    and (and_out_2[29], A[30], shift_L_R);
    and (and_out_2[30], A[31], shift_L_R);
    and (and_out_2[31], A[0], shift_L_R);
    or (shift_out[0], and_out_1[0], and_out_2[0]);
    or (shift_out[1], and_out_1[1], and_out_2[1]);
    or (shift_out[2], and_out_1[2], and_out_2[2]);
    or (shift_out[3], and_out_1[3], and_out_2[3]);
    or (shift_out[4], and_out_1[4], and_out_2[4]);
    or (shift_out[5], and_out_1[5], and_out_2[5]);
    or (shift_out[6], and_out_1[6], and_out_2[6]);
    or (shift_out[7], and_out_1[7], and_out_2[7]);
    or (shift_out[8], and_out_1[8], and_out_2[8]);
    or (shift_out[9], and_out_1[9], and_out_2[9]);
    or (shift_out[10], and_out_1[10], and_out_2[10]);
    or (shift_out[11], and_out_1[11], and_out_2[11]);
    or (shift_out[12], and_out_1[12], and_out_2[12]);
    or (shift_out[13], and_out_1[13], and_out_2[13]);
    or (shift_out[14], and_out_1[14], and_out_2[14]);
    or (shift_out[15], and_out_1[15], and_out_2[15]);
    or (shift_out[16], and_out_1[16], and_out_2[16]);
    or (shift_out[17], and_out_1[17], and_out_2[17]);
    or (shift_out[18], and_out_1[18], and_out_2[18]);
    or (shift_out[19], and_out_1[19], and_out_2[19]);
    or (shift_out[20], and_out_1[20], and_out_2[20]);
    or (shift_out[21], and_out_1[21], and_out_2[21]);
    or (shift_out[22], and_out_1[22], and_out_2[22]);
    or (shift_out[23], and_out_1[23], and_out_2[23]);
    or (shift_out[24], and_out_1[24], and_out_2[24]);
    or (shift_out[25], and_out_1[25], and_out_2[25]);
    or (shift_out[26], and_out_1[26], and_out_2[26]);
    or (shift_out[27], and_out_1[27], and_out_2[27]);
    or (shift_out[28], and_out_1[28], and_out_2[28]);
    or (shift_out[29], and_out_1[29], and_out_2[29]);
    or (shift_out[30], and_out_1[30], and_out_2[30]);
    or (shift_out[31], and_out_1[31], and_out_2[31]);
endmodule
[design/flow/run.sh]
#!/bin/bash
# OpenROAD 26Q1-2900-gdf79404cd8, Yosys 0.63+post, stock flow scripts
make -C /OpenROAD-flow-scripts/flow DESIGN_CONFIG=/design/flow/config.mk WORK_HOME=/design/flow/orfs finish
[design/flow/config.mk]
export PLATFORM = sky130hd
export DESIGN_NAME = left_right_shift
export DESIGN_NICKNAME = left_right_shift
export VERILOG_FILES = /design/flow/design.v
export SDC_FILE = /design/flow/constraint.sdc
export NUM_CORES = 4
export LEC_CHECK = 1
export CORE_AREA = 10 10 70 70
export DIE_AREA = 0 0 80 80
[design/flow/constraint.sdc]
current_design left_right_shift

set clk_period 1.0
set clk_io_pct 0.2

create_clock -name clk0 -period $clk_period

set non_clock_inputs [all_inputs -no_clocks]
set_input_delay [expr $clk_period * $clk_io_pct] -clock clk0 $non_clock_inputs
set_output_delay [expr $clk_period * $clk_io_pct] -clock clk0 [all_outputs]
==> out/qor.log <==
INFO  layout         area_growth_syn_to_layout=133%
INFO  floorplan      die-area=6400µm²
INFO  floorplan      cell_rows=21
INFO  setup_path     critical_path.startpoint_type=input pin
INFO  synth          syn_area_per_cell=15.1µm²
INFO  layout         post_route_cells_drive_above_1_share=71.2%
INFO  job            stage_log_warnings=34
INFO  drt            violation_count_after_the_first_detailed_routing_iteration=4
INFO  timing         grt_setup_unrepaired=true
INFO  timing         slew_headroom=94.3%
INFO  setup_path     path_buffers=4
INFO  floorplan      initial_core_util=15.9%
INFO  synth          synthesis.area=544µm²
INFO  layout         post-route-cell-area=1270µm²
INFO  drt            route.antenna.remaining_nets=0
INFO  setup_path     worst-endpoint-arrival=0.99ns
INFO  global_route   antenna_found_initial=0
INFO  setup_path     critical_path_required=0.80ns
INFO  floorplan      dieHeight=80µm
INFO  status         violations_in_the_final_reports=setup timing
INFO  global_route   grt_pass1_wl=3240µm
INFO  drt            remaining_drc_errors=0
INFO  power          total_power=523µW
INFO  synth          yosys-stat-cells=36
INFO  floorplan      fp.coreArea=3420µm²
INFO  global_route   groute.usage.overall=5.93%
INFO  synth          topCombFamilyByArea=multiplexers
INFO  synth          simple_gate_fraction_of_synth_area=0%
INFO  drt            vias=579
INFO  floorplan      ioPinCount=65
INFO  setup_path     crit_chain=buf_12 -> buf_12 -> buf_6 -> mux2_4 -> buf_2
INFO  synth          yosys_warnings=0
INFO  synth          synth_sequential_area_ratio=0%
INFO  power          power.density_cell_area=412nW/µm²
INFO  setup_path     slowest_delay=0.29ns
INFO  drt            per_cell_routed_wire_length=13.4µm
INFO  timing         achievable-frequency=841MHz
INFO  timing         worst_slew_pin_slew=0.0858ns
INFO  global_route   first_global_vias=620
INFO  job            drv_cap=0
INFO  setup_path     worst-path-max-fanout=7
INFO  drt            vias_per_cell=3.69
INFO  placement      finalWeightedCongestion=0.738
INFO  synth          synthCells=36
INFO  synth          synthesized_area_fraction_occupied_by_adder_cells=0%
INFO  placement      io_buffers=65
INFO  drt            wl=2100µm
INFO  global_route   grt_remaining_overflow=0
INFO  power          vdd_drop_max=0.169mV
INFO  setup_path     crit_path_end_kind=output pin
INFO  placement      dp_cells=145
INFO  timing         timing_max_transition_violations_final=0
INFO  layout         flop_count=0
INFO  setup_path     most_frequent_cell_on_the_critical_path=sky130_fd_sc_hd__buf_12
INFO  placement      post_dp_cell_area=1220µm²
INFO  layout         num-fill-cells=349
INFO  timing         setup_slack=-0.189ns
INFO  status         outcome=finished, violations left
INFO  synth          synth_xor_xnor_area_share=0%
INFO  timing         final_hold_viol_count=0
INFO  layout         lay_top_cells=sky130_fd_sc_hd__mux2_4 (32), sky130_fd_sc_hd__dlygate4sd2_1 (32), sky130_fd_sc_hd__buf_2 (22)
INFO  drt            drtPass1Iterations=2
INFO  setup_path     cp_slowest_cell=sky130_fd_sc_hd__mux2_4
INFO  power          leakagePower=0.000692µW
INFO  layout         instances_no_fill=157
INFO  layout         postLayoutCoreUtil=37.1%
INFO  layout         regArea=0µm²
INFO  synth          mux_area_share=86.9%
INFO  synth          yosysChipArea=544µm²
INFO  synth          synthDistinctLibCells=4
INFO  layout         final.clkbuf_count=0
INFO  placement      place_ws=-0.521ns
INFO  synth          synth-compound-area-share=0%
INFO  timing         final-setup-viol-count=32
INFO  timing         timing.final.crit_share=119%
INFO  worst_hold_path hp-class=in -> out
INFO  setup_path     critical_path_class=in -> out
INFO  placement      dp_hpwl=1670µm
INFO  floorplan      die_width=80µm
INFO  timing         post-route-min-period=1.19ns
INFO  global_route   grt_max_degree=9
INFO  setup_path     critical-path-top-delay-family=buffers and inverters
INFO  drt            num_antenna_cells=0
[routing by layer]
| metal | wire, µm | track usage [%] | up-vias |
|---|---|---|---|
| met3 | 240 | 2.50 | 0 |
| met4 | 0 | 0 | 0 |
| li1 | - | - | 288 |
| met5 | 0 | 0 | - |
| met2 | 1040 | 10.1 | 30 |
| met1 | 817 | 7.19 | 261 |
[cells by family after synthesis]
family,count (synthesis)
buf+inv,4
mux,32
[per-stage QoR]
stage                     setup TNS (ns)  hold slack (ns)
after floorplan                        0            0.498
after CTS                          -3.53            0.828
after global routing               -3.95            0.834
after global placement            -16.18             1.21
after detailed placement          -16.20             1.20
final                              -3.39            0.822
[final timing paths]
check	start	endpoint	slack (ns)	cells after the start
max	shift_L_R	shift_out[26]	-0.19	5
min	A[17]	shift_out[17]	0.82	3
[where the power goes]
| group | leakage, µW | switching, µW | internal [µW] |
|---|---|---|---|
| logic | 0.000692 | 131 | 392 |
| registers | 0 | 0 | 0 |
| clock network | 0 | 0 | 0 |
| total | 0.000692 | 131 | 392 |
[synthesized netlist by cell type (all sizes together)]
cell type	number	area, µm²
mux2	32	473
buf	4	71.3
[what timing repair did]
action / in CTS / in global routing
resized: 147 / 9
setup buffers: 10 / 0
gates cloned: 2 / 0
endpoints found under the hold margin: 0 / 0
hold buffers: 0 / 0
setup endpoints to repair: 32 / 32
[cell type report]
type	count	area, µm²	share of cell area (%)
multi-input combinational	32	480	37.9
timing repair buffer	79	731	57.6
tap	46	57.6	4.54
No activity file was given, so power comes from the tool's default toggle rates.
