==> ./design.v <==
`timescale 1ns / 1ps
module alu_verilog(
    input clk,
    input rst,
	 input shift,
    input [1:0] sel,
    input [31:0] a,
    input [31:0] b,
    output [31:0] alu_result,
    output co_out
    );
	wire[31:0] a_reg, b_reg;
	wire co_wire;
	wire [31:0] add_result, sub_result, lsb_msb_result, shift_result, mux_out;
	dff32bit a_input(.d(a), .clk(clk), .rst(rst), .q(a_reg));
	dff32bit b_input(.d(b), .clk(clk), .rst(rst), .q(b_reg));
	faddr32bit_verilog adder(.a(a_reg), .b(sub_result), .cin(sel[0]), .co(co_wire), .sum(add_result));
	subtractor_verilog subtractor(.sub_in(b_reg), .k(sel[0]), . sub_out(sub_result));
	lsb_msb_combination_verilog lsb_msb(.a(a_reg), .b(b_reg), .z(lsb_msb_result));
	left_right_shift_verilog shifter(.shift_in(add_result), .shift_lr(shift), .shift_out(shift_result));
	mux_32bit_4x1_verilog mux(.x0(add_result), .x1(add_result), .x2(shift_result), .x3(lsb_msb_result), .sel(sel), .z(mux_out));
	dff32bit result(.d(mux_out), .clk(clk), .rst(rst), .q(alu_result));
	dff1bit cout(.d(co_wire), .clk(clk), .rst(rst), .q(co_out));
endmodule
`timescale 1ns / 1ps
module dff1bit(
    input d,
    input rst,
    input clk,
    output reg q
    );
	always @(posedge clk or negedge rst)
	begin
		if(!rst)
		begin
			q <= 1'b0;
		end
		else
		begin
			q <= d;
		end
	end
endmodule
`timescale 1ns / 1ps
module dff32bit(
    input [31:0] d,
    input rst,
    input clk,
    output reg [31:0] q
    );
	always @(posedge clk or negedge rst)
	begin
		if(!rst)
		begin
			q <= 32'h0;
		end
		else
		begin
			q <= d;
		end
	end
endmodule
`timescale 1ns / 1ps
module faddr1bit_verilog(
    input a,
    input b,
    input cin,
    output sum,
    output co
    );
	assign co =(b*cin)|(a*cin)|(a*b);
   assign sum = (a^b)^cin;
endmodule
`timescale 1ns / 1ps
module faddr32bit_verilog(
    input [31:0] a,
    input [31:0] b,
    input cin,
    output co,
    output [31:0] sum
    );
	wire [3:0] carry;
	faddr8bit_verilog b0(.a(a[7:0]), .b(b[7:0]), .cin(cin), .co(carry[0]), .sum(sum[7:0]));
	faddr8bit_verilog b1(.a(a[15:8]), .b(b[15:8]), .cin(carry[0]), .co(carry[1]), .sum(sum[15:8]));
	faddr8bit_verilog b2(.a(a[23:16]), .b(b[23:16]), .cin(carry[1]), .co(carry[2]), .sum(sum[23:16]));
	faddr8bit_verilog b3(.a(a[31:24]), .b(b[31:24]), .cin(carry[2]), .co(carry[3]), .sum(sum[31:24]));
	assign co = carry[3];
endmodule
`timescale 1ns / 1ps
module faddr4bit_verilog(
    input [3:0] a,
    input [3:0] b,
    input cin,
    output co,
    output [3:0] sum
    );
	wire [3:0]carry;
	faddr1bit_verilog b0(.a(a[0]), .b(b[0]), .cin(cin), .co(carry[0]), .sum(sum[0]) );
	faddr1bit_verilog b1(.a(a[1]), .b(b[1]), .cin(carry[0]), .co(carry[1]), .sum(sum[1]) );
	faddr1bit_verilog b2(.a(a[2]), .b(b[2]), .cin(carry[1]), .co(carry[2]), .sum(sum[2]) );
	faddr1bit_verilog b3(.a(a[3]), .b(b[3]), .cin(carry[2]), .co(carry[3]), .sum(sum[3]) );
assign co = carry[3];
endmodule
`timescale 1ns / 1ps
module faddr8bit_verilog(
    input [7:0] a,
    input [7:0] b,
    input cin,
    output co,
    output [7:0] sum
    );
	wire [1:0] carry;
	faddr4bit_verilog b0( .a(a[3:0]), .b(b[3:0]), .cin(cin), .co(carry[0]), .sum(sum[3:0]));
	faddr4bit_verilog b1( .a(a[7:4]), .b(b[7:4]), .cin(carry[0]), .co(carry[1]), .sum(sum[7:4]));
	assign co = carry[1];
endmodule
`timescale 1ns / 1ps
module left_right_shift_verilog(
    input shift_lr,
    input [31:0] shift_in,
    output [31:0] shift_out
    );
	assign shift_out = shift_lr ? {1'b0,shift_in[30:0]} : {shift_in[31:1],1'b0};
endmodule
`timescale 1ns / 1ps
module lsb_msb_combination_verilog(
    input [31:0] a,
    input [31:0] b,
    output [31:0] z
    );
	genvar i;
	generate
		for(i =0; i<32;i=i+1)
		begin : gen_loop
			assign z[i] = a[31-i]^b[i];
		end
	endgenerate
endmodule
`timescale 1ns / 1ps
module mux_32bit_4x1_verilog(
    input [31:0] x0,
    input [31:0] x1,
    input [31:0] x2,
    input [31:0] x3,
    input [1:0] sel,
    output [31:0] z
    );
	wire [31:0] mux0, mux1;
	assign mux0 = sel[0] ? x1: x0;
	assign mux1 = sel[0] ? x3: x2;
	assign z = sel[1] ? mux1 : mux0;
endmodule
`timescale 1ns / 1ps
module subtractor_verilog(
    input [31:0] sub_in,
    input k,
    output [31:0] sub_out
    );
	genvar i;
	generate
		for(i = 0; i < 32; i=i+1)
		begin : gen_loop
			assign sub_out[i] = sub_in[i]^k;
		end
	endgenerate
endmodule
==> ./run.sh <==
#!/bin/bash
# OpenROAD 26Q1-2900-gdf79404cd8, Yosys 0.63+post, stock flow scripts
make -C /OpenROAD-flow-scripts/flow DESIGN_CONFIG=/design/flow/config.mk WORK_HOME=/design/flow/orfs finish
==> ./config.mk <==
export PLATFORM = sky130hd
export DESIGN_NAME = alu_verilog
export DESIGN_NICKNAME = alu_verilog
export VERILOG_FILES = /design/flow/design.v
export SDC_FILE = /design/flow/constraint.sdc
export NUM_CORES = 4
export LEC_CHECK = 1
export CORE_UTILIZATION = 40
==> ./constraint.sdc <==
current_design alu_verilog

set clk_period 6.7
set clk_io_pct 0.2

create_clock -name clk0 -period $clk_period [get_ports {clk}]

set non_clock_inputs [all_inputs -no_clocks]
set_input_delay [expr $clk_period * $clk_io_pct] -clock clk0 $non_clock_inputs
set_output_delay [expr $clk_period * $clk_io_pct] -clock clk0 [all_outputs]
==> run summary <==
fresh numbers from the pnr run: Final Cycle Share 184%, worst path arrival time 12.52 ns, PortBufs 101, Worst path max stage delay 0.40 ns, DIE AREA 0.0108 mm2, Worst Path Max Fanout 4, hold crit path type flip-flop to flip-flop, Pre-antenna DRT Iters 4, Max Transition Viols Final 0, Max Root-Sink Buffers 2, design area 0.00573 mm2, Max-area cell share 58.5%, ant diodes 0, initial antenna violation count 0, Rows 36, Leak 2.45 nW, share of layout cells above drive strength 1 18.1%, Final Critical Period 12.30 ns, Yosys Chip Area 0.00415 mm2, initial DRC count 31, IO Count 102, DP Wirelength 5.19 mm, Root Buffer clkbuf_8, gpl congestion 0.805, Logic cell area 0.00159 mm2, Total Routing Usage GR 15.1%, hold_buf cts 0, cts bufs inserted 9, max cap viols 0, fill count 792, cells in synth_stat.txt 301, Crit Path Class input pin to flip-flop, post-synthesis instance total 301, Syn Area/Cell 13.8 um2, routed wire length 6.94 mm, slew margin rel. 58.0%, Slew @ Worst Pin 0.630 ns, Congestion Overflow GR 0, Reg clk slew, reported paths 0.09 ns, Worst Setup Slack, final -5.60 ns, Power Dens Cells 243 mW/mm2, status finished with violations, Worst setup SP type input pin, DR vias/cell 4.16, DRC 0, Setup violations, final 18, clock sinks 97, yosys warns 2, Worst setup EP type flip-flop, Max Fclk 81.3 MHz, CP Data Required Time 6.92 ns, hold slack 0.585 ns, Slowest cell on crit path fa_1, number of global-route vias before repair 2607, Final ANT Viol Nets 0, Distinct lib cells used 15, tool warnings 28, area grow syn2layout 38.1%, Worst VDD drop 149 uV, Die Wd 104 um, biggest area cells dfrtp_1 (59%), fa_1 (15%), xnor2_1 (6.8%), xor2_1 (6.8%), a21oi_1 (3.5%), largest net degree at the start of global routing 63, Core ar. 0.00991 mm2, Flop area 0.00243 mm2, Crit path top cell by count fa_2, violated checks setup timing, Die Ht 104 um, CTS tree done, global-route wire length before repair 12.2 mm, wire per inst 12.3 um, Final Hold Fails 0, placed inst area 0.00548 mm2, Yosys top cell by area dfrtp_1, Post-Syn Area 0.00415 mm2, Synth flops 97, H-Tree Depth 3, via count 2353, RSZ-0062 raised after global routing yes, Initial Util 41.8%, Late-Pin Clk Latency 0.35 ns, Synth Seq Share 58.5%, Final Skew 0.00938 ns
## final timing paths
check                                             start                 endpoint  slack [ns]  cells past startpoint
min in group asynchronous                           rst  b_input.q[25]$_DFF_PN0_        0.98                      1
worst max-delay path                             sel[0]   result.q[31]$_DFF_PN0_       -5.60                     37
worst max register to register   b_input.q[1]$_DFF_PN0_   result.q[31]$_DFF_PN0_       -5.03                     36
max in group asynchronous                           rst    result.q[3]$_DFF_PN0_        4.70                      2
worst min register to register  a_input.q[30]$_DFF_PN0_    result.q[1]$_DFF_PN0_        0.58                      2
worst min-delay path            a_input.q[30]$_DFF_PN0_    result.q[1]$_DFF_PN0_        0.58                      2
## sequential cells by signal (all words and copies together), names as in the netlist
name       flops
a_input.q     32
b_input.q     32
result.q      32
cout.q         1
## power breakdown
part | internal [W] | switching (W)
Combinational | 0.000200 | 0.000106
Sequential | 0.000652 | 0.0000299
Clock | 0.000210 | 0.000193
Total | 0.00106 | 0.000329
## synthesized netlist by cell type
cell / n
nand2_4: 1
o21ai_1: 2
buf_6: 8
o2bb2ai_1: 1
xor2_1: 32
buf_4: 2
mux2_2: 1
inv_1: 32
fa_1: 31
o21ai_0: 2
xnor2_1: 32
nor2_1: 29
dfrtp_1: 97
nand2_1: 2
a21oi_1: 29
## layout make-up
class,instances,share of cell area [%]
clock buffers,9,2.16
inverters,32,2.10
multi-input cells,162,27.8
repair buffers,126,21.1
well taps,133,2.91
clock inverters,6,1.57
flip-flops and latches,97,42.4
## logic make-up (layout without fill, tap and decap cells)
logic type | Yosys count | in the layout | share of synthesized area, %
compound gates | 34 | 34 | 4.19
simple gates | 32 | 32 | 3.08
fa+ha+maj | 31 | 31 | 15.0
xor+xnor | 64 | 64 | 13.5
flops | 97 | 97 | 58.5
mux | 1 | 1 | 0.272
buf+inv | 42 | 173 | 5.43
## stage by stage
stage,worst slack [ns],TNS (ns),std cells,power [W],utilization (%)
after floorplan,-5.63,-55.12,301,0.000813,-
after global placement,-6.00,-60.41,550,0.00100,55.3
after detailed placement,-6.02,-60.83,550,0.00101,55.3
after CTS,-5.62,-53.22,565,0.00142,57.6
after global routing,-5.91,-56.87,565,0.00148,57.8
final,-5.60,-52.77,565,0.00139,57.8
## critical path: cells and delay by family
family / cells / cell delay, ns
simple gates: 1 / 0.07
xor+xnor: 1 / 0.13
buf+inv: 3 / 0.21
fa+ha+maj: 31 / 10.70
compound gates: 1 / 0.05
## placed cells by master (no fill, tap or decap)
cell             synthesis  layout
fa_2                     0      30
nand2_1                  2       2
inv_1                   32      30
xnor2_1                 32      32
clkinvlp_4               0       1
buf_12                   0       1
bufinv_16                0       2
o21ai_1                  2       2
mux2_2                   1       1
inv_2                    0       2
clkbuf_8                 0       9
o21ai_0                  2       2
nor2_1                  29      29
clkinv_2                 0       1
xor2_4                   0       1
clkdlybuf4s50_1          0      99
inv_6                    0       2
o2bb2ai_1                1       1
a21oi_1                 29      28
a21oi_2                  0       1
xor2_1                  32      31
buf_4                    2      26
fa_1                    31       1
dfrtp_1                 97      97
nand2_4                  1       1
## layer usage
metal / up-vias / routed length (um) / global-route usage [%]
li1: 1158 / - / -
met1: 1123 / 2850 / 21.8
met2: 61 / 3640 / 25.4
met3: 11 / 317 / 3.08
met4: 0 / 129 / 2.24
met5: - / 0 / 0
## what timing repair did
item                       CTS  global route
pin swaps                    1             0
gates resized                5             2
setup buffers                0             0
setup endpoints to repair   18            18
Power and IR drop assume default switching activity.
